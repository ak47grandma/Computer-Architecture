### flow/design.v
module buf_sdp #(
    parameter RAM_WIDTH = 8,                        
    parameter RAM_DEPTH = 128,                       
    parameter INIT_FILE = ""                         
    ) (
    input i_clk, 
    input ena,
    input wea,
    input [clogb2(RAM_DEPTH-1)-1:0] addra, 
    input [RAM_WIDTH-1:0] dina, 
    input enb,
    input [clogb2(RAM_DEPTH-1)-1:0] addrb,                                                                          
    output [RAM_WIDTH-1:0] doutb         
    );
    (* ram_style = "block" *) reg [RAM_WIDTH-1:0] BRAM [RAM_DEPTH-1:0];
    reg [RAM_WIDTH-1:0] ram_data = {RAM_WIDTH{1'b0}};
    always @(posedge i_clk) begin
    if (ena) begin
        if (wea)
            BRAM[addra] <= dina;
    end
    end
    always @(posedge i_clk) begin
    if (enb)
        ram_data <= BRAM[addrb];
    end
    assign doutb = ram_data;
    function integer clogb2;
    input integer depth;
        for (clogb2=0; depth>0; clogb2=clogb2+1)
        depth = depth >> 1;
    endfunction
endmodule	
### flow/run.sh
#!/bin/bash
# OpenROAD 26Q1-2900-gdf79404cd8, Yosys 0.63+post, stock flow scripts
make -C /OpenROAD-flow-scripts/flow DESIGN_CONFIG=/design/flow/config.mk WORK_HOME=/design/flow/orfs finish
### flow/constraint.sdc
current_design buf_sdp

set clk_period 5.2
set clk_io_pct 0.2

create_clock -name clk0 -period $clk_period [get_ports {i_clk}]

set non_clock_inputs [all_inputs -no_clocks]
set_input_delay [expr $clk_period * $clk_io_pct] -clock clk0 $non_clock_inputs
set_output_delay [expr $clk_period * $clk_io_pct] -clock clk0 [all_outputs]
### flow/config.mk
export PLATFORM = sky130hd
export DESIGN_NAME = buf_sdp
export DESIGN_NICKNAME = buf_sdp
export VERILOG_FILES = /design/flow/design.v
export SDC_FILE = /design/flow/constraint.sdc
export NUM_CORES = 4
export LEC_CHECK = 1
export CORE_UTILIZATION = 40
==> flow_summary_export.csv <==
group,metric,value,unit
critical_path,r2r_slack,2640,ps
detailed_routing,wl_per_cell,28.77,um
cts,cts_buffer_depth,3,
yosys,topCellsByArea,"edfxtp_1, mux4_2, nor2_1",
detailed_routing,drtPass1Iterations,5,
critical_path,crit_start,"addra[0]",
yosys,synth_dominant_cell_count,"edfxtp_1",
sta,worst_slew_pin_slew,1020,ps
placed_design,place_hpwl,55.76,mm
run_status,status,"finished clean",
critical_path,critPathTopFamily,"simple AND/OR/NAND/NOR gates",
sta,fin_ws,1715,ps
cts,cts-root-buf,"clkbuf_16",
sta,clock_skew,35.96,ps
detailed_routing,first_iter_violations,1438,
yosys,async_reset_ff_share,0,%
yosys,syn_area,39770,um^2
yosys,yosysWarnings,1,
critical_path,crit_chain,"clkdlybuf4s50_1 > or3b_2 > inv_1 > nand2_1 > buf_4 > nor2_1",
cts,cts_tree,"yes",
cts,hold_buffers,0,
cts,cts_resized,0,
cts,clk-insertion-delay-late,680,ps
critical_path,reg2reg_from,"BRAM[29][6]$_DFFE_PP_",
cells_and_area,drive_gt1_share,32.18,%
floorplanning,placementRows,115,
placed_design,portBuffers,33,
cts,cts_max_level,3,
floorplanning,initCoreUtil,40.41,%
run,log.warning_count,26,
sta,rsz0062_at_grt,"no",
hold_path,hold_path.class,"in -> reg",
critical_path,path_class,"in -> reg",
critical_path,crit_fanout,14,
yosys,largest_area_cell,"edfxtp_1",
pwr,powerDensity,381.3,nW/um^2
cts,post-cts-setup-buffers,0,
yosys,netlist_instances,1633,
sta,fmaxAchievable,286.9,MHz
run,maxCapViolCount,0,
grt,grt_pass1_vias,19750,
detailed_routing,wirelength,90.22,mm
detailed_routing,drc,0,
yosys,syn_area_per_cell,24.35,um^2
cts,cts_buffers,101,
floorplanning,dieArea,100700,um^2
critical_path,crit_path_end_kind,"register",
critical_path,critPathBufInv,3,
sta,final_hold_viol_count,0,
detailed_routing,vias,17720,
pwr,p_leak,13.83,nW
placed_design,gp_congestion,0.8727,
detailed_routing,viasPerCell,5.651,
hold_path,hold_start,"dina[6]",
sta,finalMaxSlewViolations,0,
grt,grt_max_degree,81,
floorplanning,dieHeight,317.3,um
detailed_routing,antenna_cells,0,
yosys,edf_count,1032,
critical_path,cpMaxStageDelayCell,"nor2_1",
yosys,synth_top_flop_cell,"edfxtp_1",
yosys,yosysChipArea,39770,um^2
cts,cts.sinks,1032,
critical_path,max_stage_delay,690,ps
sta,finalCritPeriodShare,67.02,%
sta,setup-tns-final,0,ps
floorplanning,core-area,98420,um^2
yosys,ys_seq_share,77.93,%
grt,grt_antenna_before_repair,0,
yosys,top_cell_area_share,77.93,%
floorplanning,die_w,317.3,um
sta,setup_viol,0,
cts,clkTransAtPathRegs,70,ps
detailed_routing,ant_nets,0,
critical_path,arrival,3760,ps
critical_path,cp-start-kind,"primary input",
sta,relSlewSlack,31.72,%
cells_and_area,final_area,45420,um^2
grt,grt_remaining_overflow,0,
placed_design,placedInstanceArea,42060,um^2
critical_path,required,5480,ps
yosys,ys_top_cells_by_count,"edfxtp_1, mux4_2, nor2_1",
yosys,synthDistinctLibCells,20,
grt,grt_use_total,20.58,%
grt,grt_pass1_wl,133.5,mm
floorplanning,ios,34,
yosys,ys_seq_elements,1032,
cells_and_area,area_delta_synth_final,14.22,%
sta,timing.hold.ws,792.3,ps
yosys,ys_cells,1633,
sta,layout_min_cycle_time,3485,ps
placed_design,place_ws,1004,ps
pwr,vdd_drop_max,259.1,uV
[worst paths after layout]
check	to	depth (start not counted)
worst max-delay path	BRAM[42][3]$_DFFE_PP_	6
worst min-delay path	BRAM[51][6]$_DFFE_PP_	1
worst max register to register	ram_data[6]$_DFFE_PP_	4
worst min register to register	ram_data[1]$_DFFE_PP_	4
[power by group]
part / switching (mW) / leakage [nW] / internal [mW]
sequential: 0.0118 / 9.28 / 9.18
clock: 3.06 / 1.62 / 4.24
combinational: 0.475 / 2.93 / 0.351
[per-stage QoR]
step / cells / util [%] / power (mW)
floorplan: 1633 / - / 9.813
global placement: 2949 / 42.74 / 10.20
detailed placement: 2949 / 42.74 / 10.21
CTS: 3136 / 46.15 / 17.48
global route: 3136 / 46.15 / 17.84
finish: 3136 / 46.15 / 17.32
[worst register-to-register path, cell delays in order, from the launching register on]
cell	delay (ps)
edfxtp_1	360
mux4_2	500
mux4_2	570
mux4_2	590
mux2_2	300
[cell families after synthesis]
logic type / after synthesis / share of synthesized area (%)
flops: 1032 / 77.93
mux: 344 / 19.26
simple gates: 168 / 1.778
buf+inv: 89 / 1.038
[placed cells by master, fill, tap and decap left out, drive strengths merged, types with 12 or more instances in the layout]
| cell | instances |
|---|---|
| clkbuf | 119 |
| buf | 96 |
| clkinv | 45 |
| mux4 | 336 |
| bufinv | 12 |
| edfxtp | 1032 |
| clkdlybuf4s50 | 21 |
| nor2 | 131 |
[sequential cells by signal, summed over array words and instances (netlist names)]
register  flops
BRAM       1024
ram_data      8
[area by class of cell]
cell class	count	area [um^2]
fill	7907	53000
inverter	1	3.754
timing repair buffer	117	1094
multi-input combinational	512	8364
tap	1287	1610
sequential	1032	30990
clock buffer	119	2638
clock inverter	68	720.7
[per-layer routing]
layer	vias up	track usage (%)	share of wire, %
met5	-	0	0
met4	0	4.469	2.8
met3	157	14.97	16
met2	1078	30.03	48
met1	9184	26.28	33
li1	7303	-	-
Power and IR drop assume default switching activity.
