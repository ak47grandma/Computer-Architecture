===== design/flow/design.v =====
`timescale 1ns / 1ps
module block(inp_north, inp_west, clk, rst, outp_south, outp_east, result);
	input clk, rst;
	input [7:0] inp_north, inp_west;
	output reg [7:0] outp_south, outp_east;
	output reg [15:0] result;
	wire [15:0] multi;
	always @(posedge clk) begin  
		if(!rst) begin
			result <= 0;
			outp_east <= 0;
			outp_south <= 0;
		end
		else begin
			result <= result + multi;
			outp_east <= inp_west;
			outp_south <= inp_north;
		end
	end
	assign multi = inp_north*inp_west;
endmodule

===== design/flow/run.sh =====
#!/bin/bash
# OpenROAD 26Q1-2900-gdf79404cd8, Yosys 0.63+post, stock flow scripts
make -C /OpenROAD-flow-scripts/flow DESIGN_CONFIG=/design/flow/config.mk WORK_HOME=/design/flow/orfs finish

===== design/flow/config.mk =====
export PLATFORM = sky130hd
export DESIGN_NAME = block
export DESIGN_NICKNAME = block
export VERILOG_FILES = /design/flow/design.v
export SDC_FILE = /design/flow/constraint.sdc
export NUM_CORES = 4
export LEC_CHECK = 1
export CORE_UTILIZATION = 40

===== design/flow/constraint.sdc =====
current_design block

set clk_period 7.7
set clk_io_pct 0.2

create_clock -name clk0 -period $clk_period [get_ports {clk}]

set non_clock_inputs [all_inputs -no_clocks]
set_input_delay [expr $clk_period * $clk_io_pct] -clock clk0 $non_clock_inputs
set_output_delay [expr $clk_period * $clk_io_pct] -clock clk0 [all_outputs]

==> qor.log <==
qor: floorplan.io-pin-count 50
qor: sta.timing_worst_slew_pin_value 0.360 ns
qor: detailed_routing.vias_per_cell 4.54
qor: clock_tree.post_cts_buffers 0
qor: worst_setup_path.crit_start inp_north[2]
qor: clock_tree.cts_num_sinks 32
qor: sta.layout_min_cycle_time 5.73 ns
qor: cells_and_area.final_layout_top_logic_cell inv_1
qor: floorplan.fp.coreArea 8300 µm²
qor: global_routing.grt.met1_usage 0.296
qor: floorplan.initial_utilization 0.416
qor: global_routing.grt_start_max_net_pins 41
qor: cells_and_area.layout-drive-gt1-share 0.0415
qor: global_routing.gr-usage-met3 0.0376
qor: synth.syn-instance-count 384
qor: pwr.leak_pwr 2.04 nW
qor: global_routing.number_of_global_route_vias_before_repair 2472
qor: detailed_routing.finalWirelength 6.74 mm
qor: sta.fmax 175 MHz
qor: place.place.gp.congestion 0.844
qor: global_routing.global_routing_met2_resource_utilization 0.263
qor: synth.synth_flops 32
qor: synth.synth.yosys.seq_area_share 0.186
qor: detailed_routing.drt_pass1_iterations 4
qor: synth.yosys-stat-cells 384
qor: clock_tree.cts_htree_levels 2
qor: pwr.fin_total_pwr 1.58 mW
qor: synth.synthSimpleGateAreaFrac 0.198
qor: worst_setup_path.worstReg2RegStart result[6]
qor: floorplan.chip_area 9010 µm²
qor: place.dp_cells 531
qor: synth.netlist-cell-type-count 41
qor: detailed_routing.dr_total_vias 2448
qor: synth.synthTopLogicFamily adder cells
qor: synth.yosys-mux-area-fraction 0.00580
qor: clock_tree.clock_latency_of_the_later_clocked_register_in_the_worst_skew_pair 0.29 ns
qor: floorplan.placementRows 33
qor: worst_setup_path.crit_path_end_kind flop
qor: worst_setup_path.startpoint_type input pin
qor: sta.final-setup-viol-count 0
qor: sta.slew_violations 0
qor: synth.synth.yosys.warnings 1
qor: sta.worst_slew_slack_as_a_fraction_of_its_limit 0.759
qor: cells_and_area.finalNonFillerCells 539
qor: run_status.run_status finished, final reports clean
qor: global_routing.grt_most_used_layer met1
qor: cells_and_area.layout.cells.most_common_list inv_1, and2_1, fa_1, clkdlybuf4s50_1
qor: cells_and_area.comb_area 2410 µm²
qor: place.dpl_cell_area 4050 µm²
qor: run.log.warning_count 25
qor: floorplan.fp.dieW 94.9 µm
qor: clock_tree.count_of_hold_buffers_inserted_by_post_cts_repair 0
qor: global_routing.grt_usage 0.180
qor: clock_tree.cts_tree yes
qor: cells_and_area.filler_cell_count 766
qor: sta.rsz0062_at_grt false
qor: worst_setup_path.required 7.89 ns
qor: detailed_routing.initialDrtViolationCount 59
qor: synth.postSynth.topFlopCell dfxtp_1
qor: sta.fin_worst_hold_slack 0.595 ns
qor: synth.syn-mean-instance-area 8.99 µm²
qor: synth.xor_share 0.0152
qor: sta.fin_worst_skew 0.00924 ns
qor: worst_setup_path.path_max_fanout 9
qor: global_routing.number_of_antenna_violations_at_the_first_check_in_global_routing 0
qor: hold_path.hold_class reg -> reg
qor: place.port-buffer-count 49
qor: floorplan.die_height 94.9 µm
qor: detailed_routing.avgRoutedWirePerCell 12.5 µm
qor: clock_tree.worst_setup_hold_path_clk_slew 0.08 ns
qor: global_routing.first_pass_grt_wire_length 12.0 mm
qor: synth.synthAoiAreaFrac 0.0623
qor: sta.final-hold-violation-count 0
qor: detailed_routing.route.antenna.diode_count 0
qor: cells_and_area.syn_to_final_growth 19.9%
qor: synth.synth.cell_area 3450 µm²
qor: clock_tree.cts_repair_resize_count 0
qor: run.max_cap_violations 0
qor: global_routing.gr-total-overflow 0
qor: clock_tree.cts_root_buf clkbuf_8
qor: clock_tree.cts.path.max_buffers 2
qor: synth.summed_standard_cell_area_reported_by_yosys 3450 µm²
qor: synth.synth-edff-count 0
qor: hold_path.hold_path.startpoint result[0]
qor: sta.fin_setup_tns 0 ns
qor: synth.synth-adder-area-share 0.417
qor: cells_and_area.finish.instance_area 4140 µm²
qor: clock_tree.cts_buffers 5
qor: worst_setup_path.crit_arrival 5.91 ns
qor: synth.asr_flop_ratio_synth 0
qor: pwr.power_per_cell_area 381 nW/µm²
qor: pwr.worst_vdd_ir 0.173 mV
qor: sta.final_critical_path_share_of_the_clock_period 0.744
qor: place.half_perimeter_wire_length_after_detailed_placement 5.53 mm
qor: detailed_routing.drtAntennaViolNets 0
qor: worst_setup_path.setup.worst_path.class in -> reg
qor: cells_and_area.area.sequential 641 µm²
qor: detailed_routing.drt_drc_violations_left 0
[logic make-up (layout without fill, tap and decap cells)]
family                   after synthesis  count (layout)
multiplexers                           2               2
XOR/XNOR                               6               6
adder cells (fa/ha/maj)               85              85
AND-OR/OR-AND                         28              28
AND/OR/NAND/NOR                      124             124
flip-flops                            32              32
buffers and inverters                107             157
[worst max-delay path: stages]
cell             delay [ns]
clkdlybuf4s50_1        0.67
nand2_1                0.13
fa_1                   0.52
fa_1                   0.54
inv_1                  0.05
fa_1                   0.53
inv_1                  0.05
fa_1                   0.57
inv_1                  0.06
ha_1                   0.34
o21a_1                 0.15
o31ai_4                0.07
a211oi_1               0.13
or3_1                  0.37
and3_1                 0.18
[layer usage]
metal,part of all wire,wire (µm)
met1,0.50,3360
met2,0.44,2970
met3,0.043,287
met4,0.018,119
met5,0,0
[worst paths after layout]
| path | end | slack (ns) | depth (start not counted) |
|---|---|---|---|
| setup / recovery | result[15] | 1.97 | 15 |
| hold / removal | result[0] | 0.59 | 2 |
| setup reg to reg | result[15] | 3.59 | 14 |
| hold reg to reg | result[0] | 0.59 | 2 |
[stage by stage]
| step | setup slack, ns | util |
|---|---|---|
| after floorplan | 2.40 | - |
| after global placement | 1.66 | 0.488 |
| after detailed placement | 1.66 | 0.488 |
| after CTS | 1.96 | 0.499 |
| after global routing | 1.73 | 0.499 |
| final | 1.97 | 0.499 |
[power breakdown]
group,switching (mW),leakage (nW),total (mW),internal [mW]
Sequential,0.0226,0.267,0.232,0.210
Clock,0.0701,0.0479,0.133,0.0630
Combinational,0.656,1.72,1.21,0.556
Total,0.748,2.04,1.58,0.828
[Yosys cell counts, types with 2 or more instances]
library cell	count	share of area
clkbuf_1	8	0.0087
and2_1	58	0.11
inv_1	99	0.11
and3_1	2	0.0036
nand4_1	4	0.0072
ha_1	35	0.13
nand2_1	35	0.038
nor2_1	7	0.0076
a21oi_2	2	0.0051
o21ai_0	3	0.0043
nor2b_1	3	0.0054
fa_1	50	0.29
or3_1	2	0.0036
a211oi_1	2	0.0043
nand3_1	4	0.0058
a21o_1	2	0.0043
xnor2_1	5	0.013
dfxtp_1	32	0.19
nand2b_1	2	0.0036
a21oi_1	7	0.010
mux2i_1	2	0.0058
[sequential cells by signal, summed over array words and instances, names as in the netlist]
| name | flops |
|---|---|
| outp_east | 8 |
| outp_south | 8 |
| result | 16 |
[area by class of cell]
type                    instances  area share
flip-flops and latches         32       0.155
clock inverters                 3     0.00453
repair buffers                 50       0.120
inverters                      99      0.0898
multi-input cells             245       0.582
clock buffers                   5      0.0166
well taps                     105      0.0317
Power figures rest on the tool's default switching activity, not on a simulated workload.
